## flow/design.v

```verilog
module lz77_encoder #(
    parameter DATA_WIDTH = 8,            
    parameter WINDOW_SIZE = 16,          
    parameter MAX_MATCH_LEN = 4          
)(
    input wire clk,                      
    input wire reset,                    
    input wire [DATA_WIDTH-1:0] data_in,   
    input wire data_valid,               
    output reg [DATA_WIDTH-1:0] literal,   
    output reg [3:0] match_offset,       
    output reg [3:0] match_length,       
    output reg literal_valid,            
    output reg match_valid               
);
    reg [DATA_WIDTH-1:0] window [0:WINDOW_SIZE-1];  
    reg [3:0] write_ptr;  
    integer i;                      
    reg [3:0] best_offset_reg, best_offset_comb;   
    reg [3:0] best_length_reg, best_length_comb;   
    reg [3:0] match_len;  
    localparam IDLE = 2'b00;
    localparam SEARCH = 2'b01;
    localparam OUTPUT_MATCH = 2'b10;
    localparam OUTPUT_LITERAL = 2'b11;
    reg [1:0] state, next_state;
    always @(posedge clk or posedge reset) begin
        if (reset) begin
            write_ptr <= 0;
            for (i = 0; i < WINDOW_SIZE; i = i + 1) begin
                window[i] = 0;    
            end
        end else if (data_valid) begin
            window[write_ptr] <= data_in;  
            write_ptr <= (write_ptr + 1) % WINDOW_SIZE[3:0];  
        end
    end
    always @(posedge clk or posedge reset) begin
        if (reset) begin
            state <= IDLE;
            best_length_reg <= 0;
            best_offset_reg <= 0;
        end else begin
            state <= next_state;
            best_length_reg <= best_length_comb;    
            best_offset_reg <= best_offset_comb;    
        end
    end
    always @(*) begin
        next_state = state;
        literal_valid = 0;
        match_valid = 0;
        literal = 0;
        match_offset = 0;
        match_length = 0;
        best_length_comb = 0;
        best_offset_comb = 0;
        match_len = 0;   
        case (state)
            IDLE: begin
                if (data_valid) begin
                    next_state = SEARCH;
                end
            end
            SEARCH: begin
                for (i = 0; i < WINDOW_SIZE; i = i + 1) begin
                    if (window[i] == data_in) begin
                        match_len = 1;
                        while (match_len < MAX_MATCH_LEN &&
                               window[((i + match_len) % WINDOW_SIZE[3:0])] == data_in) begin
                            match_len = match_len + 1;
                        end
                        if (match_len > best_length_comb) begin
                            best_length_comb = match_len;
                            best_offset_comb = (write_ptr - i) % WINDOW_SIZE[3:0];  
                        end
                    end
                end
                if (best_length_comb > 1) begin
                    match_offset = best_offset_reg;   
                    match_length = best_length_reg;   
                    match_valid = 1;
                    next_state = OUTPUT_MATCH;
                end else begin
                    literal = data_in;
                    literal_valid = 1;
                    next_state = OUTPUT_LITERAL;
                end
            end
            OUTPUT_MATCH: begin
                next_state = IDLE;
            end
            OUTPUT_LITERAL: begin
                next_state = IDLE;
            end
            default: next_state = IDLE;
        endcase
    end
endmodule
```

## flow/run.sh

```bash
#!/bin/bash
# OpenROAD 26Q1-2900-gdf79404cd8, Yosys 0.63+post, stock flow scripts
make -C /OpenROAD-flow-scripts/flow DESIGN_CONFIG=/design/flow/config.mk WORK_HOME=/design/flow/orfs finish
```

## flow/config.mk

```make
export PLATFORM = sky130hd
export DESIGN_NAME = lz77_encoder
export DESIGN_NICKNAME = lz77_encoder
export VERILOG_FILES = /design/flow/design.v
export SDC_FILE = /design/flow/constraint.sdc
export NUM_CORES = 4
export LEC_CHECK = 1
export CORE_AREA = 10 10 90 90
export DIE_AREA = 0 0 100 100
export SYNTH_HDL_FRONTEND = slang
```

## flow/constraint.sdc

```tcl
current_design lz77_encoder

set clk_period 3.0
set clk_io_pct 0.2

create_clock -name clk0 -period $clk_period [get_ports {clk}]

set non_clock_inputs [all_inputs -no_clocks]
set_input_delay [expr $clk_period * $clk_io_pct] -clock clk0 $non_clock_inputs
set_output_delay [expr $clk_period * $clk_io_pct] -clock clk0 [all_outputs]
```

==> summary.txt <==
fresh numbers from the pnr run: run status finished, final reports clean, clock share of power 0.376, final weighted congestion of routability-driven global placement 0.792, fin worst setup slack 0.0824 ns, Slew @ Worst Pin around 0.51 ns, setup violation total in the final timing report 0, total number of placement rows 29, clock period minus worst slack between 2 and 3 ns, sequential fraction of design power 0.410, post-synthesis compound-gate area fraction 0.0189, fraction of layout instances using a drive strength above 1 0.419, Worst Hold Class register to register, Max IR drop VDD 0.000189 V, vias per inst ~3.3, kind of launch point of the worst setup path input pin, number of fill cells just under 700, yosys cell count between 60 and 70, first-pass GRT wire length 3.19 mm, count of hold-fix buffers inserted at cts 0, worst setup slack after placement -0.285 ns, Total Negative Setup Slacks 0 ns, gate family responsible for the most delay along the worst path buffers and inverters, Fin Hold WS around 0.47 ns, overall routing resource usage 0.0407, final core occ 0.183, setup repair after global routing missed its margin false, combinational share of power 0.213, clock slew at reported path FFs about 0.05 ns, Max Fclk approximately 340 MHz, number of global-route vias before repair ~600, Port-buffer cells 21, Bufs and invs on worst path 3, chip footprint ~10000 um2, worst relative slew slack 0.660, number of unique standard cell types used by synthesis 17, buffer type at the clock tree root sky130_fd_sc_hd__clkbuf_8, Synth Warn # 0, final max-slew violation count 0, count of state elements after synthesis 12, cycle use final 0.973, number of OpenROAD warnings 25, Std-Cell Core Area about 6300 um2, routed wire length per instance between 10 and 15 um, summed instance area of the synthesized netlist 663 um2, number of antenna violations at the first check in global routing 0, nature of the critical path endpoint output pin, number of buffers inserted during clock tree synthesis 3, setup slack, reg-to-reg ~1.5 ns, Worst path slowest cell sky130_fd_sc_hd__clkdlybuf4s50_1, HPWL reported at the end of detailed placement approximately 1.5 mm, Post-Synthesis Mean Instance Area around 11 um2, critical-path cell list dlygate4sd2_1, buf_4, nor4_2, a22oi_2, and3_1, clkdlybuf4s50_1, arrival time at the worst endpoint 2.32 ns, largest buffer count on any clock path 2, growth of design area from synthesis to finish 73.2%, diode count 0, share of the synthesized netlist area taken by xor and xnor gates 0.106, width of the chip approximately 100 um, number of design-rule violations left by the first detailed-router iteration 25, number of max-capacitance violations reported 0, switching part of the total 0.249, post-synthesis sequential area ratio 0.455, insertion delay of the later-clocked pin in the worst-skew pair between 0.2 and 0.25 ns, post-synthesis adder-cell area fraction 0, slowest cell delay on critical path 0.43 ns, share of the core filled by cells before placement 0.106, area of the synthesized netlist per yosys stat ~660 um2, Mapped Cells 61, clock tree from TritonCTS built, first-pass iteration count of the detailed router 4, path type of the worst setup path input pin to output pin, largest net degree at the start of global routing 13, residual DRC count 0, highest fanout seen on the critical path 6, H-tree lvl count 1, Total Routed Length 2.07 mm, antenna-violating nets left 0, number of sinks driven by the clock tree 12, leakage power ~0.49 nW, routed via count about 570, final hold violations 0, dominant kind of combinational cell simple AND/OR/NAND/NOR gates, switching power total 0.000117 W, total global routing overflow 0, simple-gate portion of the synthesized area 0.160, P_int 0.000354 W, chip height roughly 100 um, ports placed on the boundary 29, multiplexer share of the synthesized area 0.136, required arrival time at the worst endpoint between 2 and 2.5 ns, worst-case clock skew between 0.003 and 0.004 ns, Power Dens Cells between 400 and 500 nW/um2
==> routing by layer <==
| layer | vias to the layer above | GRT usage | part of all wire |
|---|---|---|---|
| li1 | 262 | - | - |
| met1 | 270 | 0.0656 | 0.53 |
| met2 | 33 | 0.0418 | 0.32 |
| met3 | 2 | 0.0285 | 0.14 |
| met4 | 0 | 0.00217 | 0.0039 |
| met5 | - | 0 | 0 |
==> cell usage in the layout (no fill, tap or decap), drive strengths merged <==
cell	n
dlygate4sd2	7
and3	8
mux2	8
xor2	8
dlymetal6s2s	1
a22oi	2
clkdlybuf4s50	12
buf	10
and2b	1
clkbuf	5
inv	2
and2	2
dfstp	1
conb	7
nand2	1
o21ai	1
dfrtp	11
nor2	2
nor4	4
==> what timing repair did <==
action,4_1_cts,5_1_grt
setup endpoints to repair,11,5
resized,18,9
buffers inserted,3,0
pin swaps,9,3
cloned,1,0
==> power groups by stage <==
stage / Clock (W) / Sequential, W / Combinational [W]
after CTS: 0.000180 / 0.000191 / 0.0000934
final: 0.000177 / 0.000193 / 0.000100
after global routing: 0.000188 / 0.000196 / 0.000110
==> cell usage after synthesis <==
cell | count | area (um2)
sky130_fd_sc_hd__nor2_1 | 2 | 7.51
sky130_fd_sc_hd__nor4_1 | 4 | 25.0
sky130_fd_sc_hd__and2b_1 | 1 | 7.51
sky130_fd_sc_hd__conb_1 | 1 | 3.75
sky130_fd_sc_hd__and3_1 | 8 | 50.1
sky130_fd_sc_hd__nand2_1 | 1 | 3.75
sky130_fd_sc_hd__and2_1 | 2 | 12.5
sky130_fd_sc_hd__o21ai_0 | 1 | 5.00
sky130_fd_sc_hd__buf_4 | 7 | 52.6
sky130_fd_sc_hd__a22oi_1 | 1 | 7.51
sky130_fd_sc_hd__dfrtp_1 | 11 | 275
sky130_fd_sc_hd__clkbuf_1 | 2 | 7.51
sky130_fd_sc_hd__dfstp_2 | 1 | 26.3
sky130_fd_sc_hd__xor2_1 | 8 | 70.1
sky130_fd_sc_hd__inv_1 | 2 | 7.51
sky130_fd_sc_hd__buf_6 | 1 | 11.3
sky130_fd_sc_hd__mux2_2 | 8 | 90.1
==> worst register-to-register path: stages (launching register included) <==
cell	delay, ns
sky130_fd_sc_hd__dfrtp_1	0.40
sky130_fd_sc_hd__xor2_2	0.20
sky130_fd_sc_hd__nor4_4	0.30
sky130_fd_sc_hd__buf_4	0.16
sky130_fd_sc_hd__a22oi_2	0.09
sky130_fd_sc_hd__and2_1	0.20
==> flip-flops by register name, indices dropped and copies added (netlist names) <==
name	flops
window	8
state	4
==> cells by family after synthesis <==
| group | Yosys count |
|---|---|
| other | 1 |
| AOI/OAI and AO/OA | 2 |
| muxes | 8 |
| and+or+nand+nor | 18 |
| buffers and inverters | 12 |
| xor gates and xnor gates | 8 |
| DFF | 12 |
==> worst paths after layout <==
kind / startpoint / end / depth (start not counted)
worst min-delay path: state[3]$_DFF_PP0_ / state[0]$_DFF_PP1_ / 2
worst max-delay path: data_in[3] / literal[2] / 6
worst min register to register: state[3]$_DFF_PP0_ / state[0]$_DFF_PP1_ / 2
max in group asynchronous: reset / state[0]$_DFF_PP1_ / 2
min in group asynchronous: reset / state[2]$_DFF_PP0_ / 2
worst max register to register: window[122]$_DFFE_PP0P_ / state[3]$_DFF_PP0_ / 5
==> area by class of cell <==
cell class	count	area [um2]	area share
multi-input combinational	44	414	0.361
sequential	12	302	0.263
timing repair buffer	31	274	0.239
tap	77	96.3	0.0839
clock buffer	4	55.1	0.0479
inverter	2	7.51	0.00654
==> metrics by stage <==
| step | area [um2] | std cells | total power [W] |
|---|---|---|---|
| global route | 1150 | 170 | 0.000494 |
| finish | 1150 | 170 | 0.000471 |
| floorplan | 686 | 67 | 0.000232 |
| global placement | 973 | 162 | 0.000274 |
| detailed placement | 973 | 162 | 0.000275 |
| CTS | 1110 | 170 | 0.000465 |
No activity file was given, so power comes from the tool's default toggle rates.
