File: /design/flow/design.v
`timescale 1ns / 1ps
module debouncer(
    input clock,         
    input button,        
    output reg level,    
    output pulse     
    );
    reg ff1 = 0, ff2 = 0;
    always @ (posedge clock) begin
        ff1 <= button;
        ff2 <= ff1;
    end
    reg [16:0] count = 0;
    always @ (posedge clock) begin
        if (ff2) begin
            if (~&count) count <= count + 1;
        end
        else begin
            if (|count) count <= count - 1;
        end
        if (count > 'd100000) level <= 1;
        else level <= 0;
    end
    reg dff1 = 0, dff2 = 0;
    always @ (posedge clock) begin
            dff1 <= level;
            dff2 <= dff1;
    end
    assign pulse = level & ~dff2;
endmodule
`timescale 1ns / 1ps
module deflate_codec (
    input clock,
    input reset,
    input transmit,
    input [7:0] sw,
    input rx,
    output tx,
    output reg [7:0] led,
    output heartbeat
);
    reg [27:0] counter;
    always @ (posedge clock) counter <= counter + 1;
    assign heartbeat = counter[27];
    wire transmit_level, transmit_pulse;
    debouncer DEBOUNCE (
        .clock(clock),
        .button(transmit),
        .level(transmit_level),
        .pulse(transmit_pulse)
        );
    wire active, done;
    uart_tx TX (
        .i_Clock(clock),
        .i_Clocks_per_Bit('d100),
        .i_Tx_DV(transmit_pulse),
        .i_Reset(reset),
        .i_Tx_Byte(sw),
        .o_Tx_Serial(tx),
        .o_Tx_Active(active),
        .o_Tx_Done(done)
    );
    wire dv;
    wire [7:0] rx_data;
    reg [2:0] rx_done = 1'b0;
    uart_rx RX (
        .i_Clock(clock),
        .i_Clocks_per_Bit('d100),
        .i_Reset(reset),
        .i_Rx_Serial(rx),
        .o_Rx_DV(dv),
        .o_Rx_Byte(rx_data)
        );
    always @ (posedge dv) led <= rx_data;
   reg [7:0] buffer [0:1023];  
   reg [9:0] write_ptr = 0;
   always @(posedge clock) begin
      if (dv) begin  
         buffer[write_ptr] <= rx_data;
         write_ptr <= write_ptr + 1;
      end
   end
endmodule
`timescale 1ns / 1ps
module uart_rx (
   input        i_Clock,
   input [15:0] i_Clocks_per_Bit,
   input        i_Reset,
   input        i_Rx_Serial,
   output       o_Rx_DV,
   output [7:0] o_Rx_Byte,
   output [7:0] o_debug
   );
  localparam s_IDLE         = 3'b000;
  localparam s_RX_START_BIT = 3'b001;
  localparam s_RX_DATA_BITS = 3'b010;
  localparam s_RX_STOP_BIT  = 3'b011;
  localparam s_CLEANUP      = 3'b100;
  reg           r_Rx_Data_R = 1'b1;
  reg           r_Rx_Data   = 1'b1;
  reg [11:0]    r_Clock_Count = 0;
  reg [2:0]     r_Bit_Index   = 0;  
  reg [7:0]     r_Rx_Byte     = 0;
  reg           r_Rx_DV       = 0;
  reg [2:0]     r_SM_Main     = 0;
  assign o_debug = {1'b0,i_Clock,i_Reset,r_SM_Main[2:0],o_Rx_DV,i_Rx_Serial};
  always @(posedge i_Clock)
    begin
      r_Rx_Data_R <= i_Rx_Serial;
      r_Rx_Data   <= r_Rx_Data_R;
    end
  always @(posedge i_Clock or posedge i_Reset)
     if (i_Reset) r_SM_Main <= s_IDLE;
     else begin
      case (r_SM_Main)
        s_IDLE :
          begin
            r_Rx_DV       <= 1'b0;
            r_Clock_Count <= 0;
            r_Bit_Index   <= 0;
            if (r_Rx_Data == 1'b0)           
              r_SM_Main <= s_RX_START_BIT;
            else
              r_SM_Main <= s_IDLE;
          end
        s_RX_START_BIT :
          begin
            if (r_Clock_Count == (i_Clocks_per_Bit-1)/2)
              begin
                if (r_Rx_Data == 1'b0)
                  begin
                    r_Clock_Count <= 0;   
                    r_SM_Main     <= s_RX_DATA_BITS;
                  end
                else
                  r_SM_Main <= s_IDLE;
              end
            else
              begin
                r_Clock_Count <= r_Clock_Count + 1;
                r_SM_Main     <= s_RX_START_BIT;
              end
          end  
        s_RX_DATA_BITS :
          begin
            if (r_Clock_Count < i_Clocks_per_Bit-1)
              begin
                r_Clock_Count <= r_Clock_Count + 1;
                r_SM_Main     <= s_RX_DATA_BITS;
              end
            else
              begin
                r_Clock_Count          <= 0;
                r_Rx_Byte[r_Bit_Index] <= r_Rx_Data;
                if (r_Bit_Index < 7)
                  begin
                    r_Bit_Index <= r_Bit_Index + 1;
                    r_SM_Main   <= s_RX_DATA_BITS;
                  end
                else
                  begin
                    r_Bit_Index <= 0;
                    r_Clock_Count <= 0;
                    r_SM_Main   <= s_RX_STOP_BIT;
                  end
              end
          end  
        s_RX_STOP_BIT :
          begin
            if (r_Clock_Count < i_Clocks_per_Bit-1)
              begin
                r_Clock_Count <= r_Clock_Count + 1;
                r_SM_Main     <= s_RX_STOP_BIT;
              end
            else
              begin
                r_Rx_DV       <= 1'b1;
                r_Clock_Count <= 0;
                r_SM_Main     <= s_CLEANUP;
              end
          end  
        s_CLEANUP :
          begin
            r_SM_Main <= s_IDLE;
            r_Rx_DV   <= 1'b0;
          end
        default :
          r_SM_Main <= s_IDLE;
      endcase
    end
  assign o_Rx_DV   = r_Rx_DV;
  assign o_Rx_Byte = r_Rx_Byte;
endmodule  
`timescale 1ns / 1ps
module uart_tx (
   input       i_Clock,
   input [15:0] i_Clocks_per_Bit,
   input       i_Reset,
   input       i_Tx_DV,
   input [7:0] i_Tx_Byte,
   output      o_Tx_Active,
   output reg  o_Tx_Serial,
   output      o_Tx_Done,
   output [7:0] o_debug
   );
  localparam s_IDLE         = 3'b000;
  localparam s_TX_START_BIT = 3'b001;
  localparam s_TX_DATA_BITS = 3'b010;
  localparam s_TX_STOP_BIT  = 3'b011;
  localparam s_CLEANUP      = 3'b100;
  reg [2:0]    r_SM_Main     = 0;  
  reg [11:0]   r_Clock_Count = 0;
  reg [2:0]    r_Bit_Index   = 0;  
  reg [7:0]    r_Tx_Data     = 0;
  reg          r_Tx_Done     = 0;
  reg          r_Tx_Active   = 0;
  assign o_debug = {i_Clock,i_Tx_DV,o_Tx_Active,o_Tx_Done,o_Tx_Serial,r_SM_Main};
  always @(posedge i_Clock or posedge i_Reset)
    if (i_Reset) r_SM_Main <= s_IDLE;
    else begin
      case (r_SM_Main)
        s_IDLE :
          begin
            o_Tx_Serial   <= 1'b1;          
            r_Tx_Done     <= 1'b0;
            r_Clock_Count <= 0;
            r_Bit_Index   <= 0;
            if (i_Tx_DV == 1'b1)
              begin
                r_Tx_Active <= 1'b1;
                r_Tx_Data   <= i_Tx_Byte;
                r_SM_Main   <= s_TX_START_BIT;
              end
            else
              r_SM_Main <= s_IDLE;
          end  
        s_TX_START_BIT :
          begin
            o_Tx_Serial <= 1'b0;
            if (r_Clock_Count < i_Clocks_per_Bit-1)
              begin
                r_Clock_Count <= r_Clock_Count + 1;
                r_SM_Main     <= s_TX_START_BIT;
              end
            else
              begin
                r_Clock_Count <= 0;
                r_SM_Main     <= s_TX_DATA_BITS;
              end
          end  
        s_TX_DATA_BITS :
          begin
            o_Tx_Serial <= r_Tx_Data[r_Bit_Index];
            if (r_Clock_Count < i_Clocks_per_Bit-1)
              begin
                r_Clock_Count <= r_Clock_Count + 1;
                r_SM_Main     <= s_TX_DATA_BITS;
              end
            else
              begin
                r_Clock_Count <= 0;
                if (r_Bit_Index < 7)
                  begin
                    r_Bit_Index <= r_Bit_Index + 1;
                    r_SM_Main   <= s_TX_DATA_BITS;
                  end
                else
                  begin
                    r_Bit_Index <= 0;
                    r_SM_Main   <= s_TX_STOP_BIT;
                  end
              end
          end  
        s_TX_STOP_BIT :
          begin
            o_Tx_Serial <= 1'b1;
            if (r_Clock_Count < i_Clocks_per_Bit-1)
              begin
                r_Clock_Count <= r_Clock_Count + 1;
                r_SM_Main     <= s_TX_STOP_BIT;
              end
            else
              begin
                r_Tx_Done     <= 1'b1;
                r_Clock_Count <= 0;
                r_SM_Main     <= s_CLEANUP;
                r_Tx_Active   <= 1'b0;
              end
          end  
        s_CLEANUP :
          begin
            r_Tx_Done <= 1'b1;
            r_SM_Main <= s_IDLE;
          end
        default :
          r_SM_Main <= s_IDLE;
      endcase
    end
  assign o_Tx_Active = r_Tx_Active;
  assign o_Tx_Done   = r_Tx_Done;
endmodule
File: /design/flow/run.sh
#!/bin/bash
# OpenROAD 26Q1-2900-gdf79404cd8, Yosys 0.63+post, stock flow scripts
make -C /OpenROAD-flow-scripts/flow DESIGN_CONFIG=/design/flow/config.mk WORK_HOME=/design/flow/orfs finish
File: /design/flow/config.mk
export PLATFORM = sky130hd
export DESIGN_NAME = deflate_codec
export DESIGN_NICKNAME = deflate_codec
export VERILOG_FILES = /design/flow/design.v
export SDC_FILE = /design/flow/constraint.sdc
export NUM_CORES = 4
export LEC_CHECK = 1
export CORE_UTILIZATION = 50
export SYNTH_HDL_FRONTEND = slang
File: /design/flow/constraint.sdc
current_design deflate_codec

set clk_period 7.4
set clk_io_pct 0.2

create_clock -name clk0 -period $clk_period [get_ports {clock}]

set non_clock_inputs [all_inputs -no_clocks]
set_input_delay [expr $clk_period * $clk_io_pct] -clock clk0 $non_clock_inputs
set_output_delay [expr $clk_period * $clk_io_pct] -clock clk0 [all_outputs]
==> impl_metrics.py <==
# Synthesis and PnR figures
metrics = {
    "pwr": {
        "p_comb_share_pct": 26.2,
        "vdd_drop_max_uv": 155,
        "cellPowerDensity_mw_per_mm2": 265,
        "netSwitchingPower_w": 0.000489,
        "p_clk_share_pct": 23.4,
        "seqPwrFrac_pct": 50.4,
        "internal_power_w": 0.00109,
        "p_leak_nw": 2.23,
        "switching_share_pct": 31.0,
    },
    "flow_run": {
        "max_cap_viol_count": 0,
        "warnings": 26,
    },
    "synthesis": {
        "ys.warnings.count": 0,
        "synthCells": 464,
        "synth_flops": 118,
        "synth-area-yosys_mm2": 0.00535,
        "postSynth.topFlopCell": "edfxtp_1",
        "syn_area_mm2": 0.00535,
        "ys_seq_share_pct": 57.3,
        "avgSynthCellArea_um2": 11.5,
        "yosysUniqueCellTypes": 52,
        "ys_cells": 464,
        "edf_count": 65,
        "ys_async_sr_fraction_pct": 8.47,
    },
    "cts": {
        "numCtsBuffers": 9,
        "cts-root-buf": "clkbuf_8",
        "cts_tree": "yes",
        "cts_max_level": 3,
        "clock_latency_ns": 0.36,
        "clockBufferDepth": 2,
        "hold_buffers": 0,
        "path_clk_slew_ns": 0.11,
        "cts_setup_buffers": 0,
        "ctsResizeCount": 0,
    },
    "timing": {
        "finalMaxSlewViolations": 0,
        "fin_skew_ns": 0.0121,
        "untimed_endpoints": 16,
        "hold_viol_final": 0,
        "worst_slew_pin_slew_ns": 0.956,
        "hold_ws_ns": 0.329,
        "finalSetupViolCount": 0,
        "period_needed_ns": 2.89,
        "final.period_utilization_pct": 39.0,
        "tns_ns": 0,
        "rsz0062_at_grt": "false",
        "slew_headroom_pct": 36.0,
        "max_freq_mhz": 347,
        "unclocked_regs": 8,
        "setup_slack_ns": 4.51,
    },
    "placement": {
        "place_ws_ns": 4.11,
        "dpl.hpwl_um": 5910,
        "io_buffers": 21,
        "routabilityCongestion": 0.817,
    },
    "route": {
        "vias": 3418,
        "wl_per_cell_um": 12.9,
        "first_pass_iters": 4,
        "antenna_cells_inserted": 0,
        "drc_errors": 0,
        "drt_iter0_drc": 128,
        "wirelength_um": 8270,
        "avgViaCountPerCell": 5.34,
        "ant_nets": 0,
    },
    "floorplan": {
        "coreArea_mm2": 0.0103,
        "fp.dieW_um": 105,
        "ioPinCount": 22,
        "core_util_floorplan_pct": 51.8,
        "chipHeight_um": 105,
        "die-area_mm2": 0.0111,
        "row_count": 37,
    },
    "global_route": {
        "grt_util_all_layers_pct": 17.0,
        "antenna_found_initial": 0,
        "grt_first_pass_wirelength_um": 14600,
        "grt_pass1_vias": 3238,
        "grt_overflow": 0,
        "grt_start_max_net_pins": 20,
    },
    "critical_path": {
        "cp_max_fo": 13,
        "cp_data_arrival_time_ns": 2.95,
        "cp_cell_sequence": "clkdlybuf4s50_1, inv_1, o41ai_1, a21oi_1, buf_4",
        "cp.required_ns": 7.47,
        "cp_slowest_cell": "clkdlybuf4s50_1",
        "critPathBufInv": 3,
        "worstSetupEndpointType": "flip-flop",
        "critPathLaunchType": "input pin",
        "crit_type": "input pin to flip-flop",
        "slowest_delay_ns": 0.54,
        "critical-path-top-delay-family": "buffers and inverters",
    },
    "worst_hold_path": {
        "hold_path.class": "flip-flop to flip-flop",
    },
    "final_layout": {
        "drive_gt1_share_pct": 6.75,
        "area_delta_synth_final_pct": 11.2,
    },
    "status": {
        "status": "complete, no violations",
    },
}
## metrics by stage
| step | power [W] | area (um2) | cells | utilization, % |
|---|---|---|---|---|
| after floorplan | 0.00112 | 5360 | 468 | - |
| after global placement | 0.00121 | 5740 | 624 | 55.6 |
| after detailed placement | 0.00122 | 5740 | 624 | 55.6 |
| after CTS | 0.00159 | 5950 | 640 | 57.6 |
| after global routing | 0.00168 | 5950 | 640 | 57.6 |
| final | 0.00158 | 5950 | 640 | 57.6 |
## power by group through the flow
stage | clock network [W] | logic [W] | registers (W)
4_1_cts | 0.000384 | 0.000413 | 0.000794
5_1_grt | 0.000407 | 0.000471 | 0.000801
6_report | 0.000368 | 0.000414 | 0.000794
## Yosys cell counts (5+ instances only)
library cell | instances | area [um2]
xor2_1 | 26 | 228
nand4_1 | 13 | 81.3
o21ai_0 | 11 | 55.1
dfrtp_1 | 8 | 200
nor4_1 | 7 | 43.8
nor3_1 | 12 | 60.1
nand2_1 | 21 | 78.8
a21o_1 | 6 | 45.0
xnor2_1 | 28 | 245
a21oi_1 | 17 | 85.1
ha_1 | 21 | 263
dfxtp_1 | 43 | 861
inv_1 | 21 | 78.8
nor2_1 | 52 | 195
a211oi_1 | 5 | 37.5
and3_1 | 14 | 87.6
nor2b_1 | 5 | 31.3
nand2b_1 | 10 | 62.6
edfxtp_1 | 65 | 1950
o211ai_1 | 6 | 45.0
nand3_1 | 21 | 105
## cells in the final DEF, fill, tap and decap left out, drive strengths merged, types with 8 or more instances in the layout
| cell | synthesis | routed |
|---|---|---|
| nand2b | 10 | 10 |
| and3 | 14 | 14 |
| inv | 21 | 23 |
| edfxtp | 65 | 65 |
| ha | 21 | 21 |
| o21ai | 12 | 12 |
| a21oi | 17 | 17 |
| xor2 | 26 | 26 |
| nand3 | 21 | 21 |
| dfxtp | 43 | 43 |
| clkbuf | 3 | 9 |
| nor3 | 12 | 12 |
| xnor2 | 28 | 28 |
| nor2 | 52 | 52 |
| dfrtp | 8 | 8 |
| nand2 | 21 | 21 |
| clkdlybuf4s50 | 0 | 21 |
| nand4 | 13 | 13 |
## final cells by class
cell class              instances  area [um2]
clock buffers                   9         124
clock inverters                 7        81.3
fillers                       848        4380
inverters                      21        78.8
multi-input cells             325        2190
flip-flops and latches        118        3070
well taps                     136         170
repair buffers                 24         233
## flip-flops by register name, indices dropped and copies added, names as in the netlist, 3 cells and up
register	count
TX.r_SM_Main	5
led	8
TX.r_Clock_Count	12
RX.r_Bit_Index	3
RX.r_SM_Main	5
counter	28
TX.r_Tx_Data	8
RX.o_Rx_Byte	8
RX.r_Clock_Count	12
DEBOUNCE.count	17
TX.r_Bit_Index	3
## metal layers
layer | vias up | global-route usage, % | wire (um)
li1 | 1762 | - | -
met1 | 1595 | 31.1 | 4380
met2 | 50 | 24.2 | 3520
met3 | 11 | 2.33 | 238
met4 | 0 | 2.01 | 125
met5 | - | 0 | 0
## kinds of logic (layout without fill, tap and decap cells)
group / after synthesis / in the layout / synth area share [%]
AND/OR/NAND/NOR: 172 / 172 / 16.3
flip-flops: 118 / 118 / 57.3
AND-OR/OR-AND: 69 / 69 / 9.17
XOR/XNOR: 54 / 54 / 8.85
buffers and inverters: 25 / 61 / 1.90
adder cells (fa/ha/maj): 22 / 22 / 5.29
multiplexers: 3 / 3 / 1.05
other: 1 / 5 / 0.0701
## worst paths after layout
check | from | to | slack, ns | depth (start not counted)
worst max-delay path | reset | RX.r_Clock_Count[4] | 4.51 | 5
min in group asynchronous | reset | RX.r_SM_Main[3] | 1.62 | 2
max in group asynchronous | reset | TX.r_SM_Main[0] | 5.43 | 2
worst min-delay path | DEBOUNCE.dff1 | DEBOUNCE.dff2 | 0.33 | 0
worst min register to register | DEBOUNCE.dff1 | DEBOUNCE.dff2 | 0.33 | 0
worst max register to register | DEBOUNCE.ff2 | DEBOUNCE.count[13] | 4.79 | 7
Power and IR drop assume default switching activity.
